## flow/config.mk

```make
export PLATFORM = sky130hd
export DESIGN_NAME = Hash_light_top
export DESIGN_NICKNAME = Hash_light_top
export VERILOG_FILES = /design/flow/design.v
export SDC_FILE = /design/flow/constraint.sdc
export NUM_CORES = 4
export LEC_CHECK = 1
export CORE_UTILIZATION = 50
export SYNTH_HDL_FRONTEND = slang
```

## flow/constraint.sdc

```tcl
current_design Hash_light_top

set clk_period 7.0
set clk_io_pct 0.2

create_clock -name clk0 -period $clk_period [get_ports {clk}]

set non_clock_inputs [all_inputs -no_clocks]
set_input_delay [expr $clk_period * $clk_io_pct] -clock clk0 $non_clock_inputs
set_output_delay [expr $clk_period * $clk_io_pct] -clock clk0 [all_outputs]
```

## flow/design.v

```verilog
module FPX(
    input  logic [7:0] H [0:3],
    input  logic [7:0] IV [0:3],
    output logic [7:0] d [0:3]
);
    always_comb begin
        for (int i = 0; i < 4; i++) begin
            d[i] = H[3-i] ^ IV[i];
        end
    end
endmodule
module Hash_light_top(
    input  logic clk,
    input  logic rst_n,
    input  logic start,
    input  logic [7:0] m [0:3],
    output logic [7:0] d [0:3],
    output logic done
);
    logic [2:0] state, next_state;
    logic [4:0] round;
    logic [7:0] H_intermediate [0:3];
    logic [7:0] H_fpx [0:3];
    logic [7:0] H_out [0:3];
    logic [7:0] IV [0:3] = '{8'h34, 8'h55, 8'h0F, 8'h14};
    parameter [2:0] IDLE = 3'b000;
    parameter [2:0] CALC_SA = 3'b001;
    parameter [2:0] CALC_ROUND = 3'b010;
    parameter [2:0] CALC_FINAL = 3'b011;
    parameter [2:0] DONE = 3'b100;
    round round_inst (.H_in(H_intermediate), .IV(IV), .H_out(H_out), .state(state));
    FPX fpx_inst (.H(H_fpx), .IV(IV), .d(d));
    always_ff @(posedge clk or negedge rst_n) begin
        if (!rst_n) begin
            state <= IDLE;
            round <= 0;
        end else begin
            state <= next_state;
            if (state == IDLE && start)
                H_intermediate <= m;
            else if (state == CALC_SA)
            begin
                H_intermediate <= H_out;
                round <= round +1;
            end
            else if (state == CALC_ROUND)
            begin
                round <= round + 1;
                H_intermediate <= H_out;
                if(round==23)
                    H_fpx <= H_out;
            end
            else 
                round<=0;
        end
    end
    always_comb begin
        next_state = state;
		done=0;
        case (state)
            IDLE: begin
                if (start)
                    next_state = CALC_SA;
            end
            CALC_SA: begin
                next_state = CALC_ROUND;
            end
            CALC_ROUND: begin
                if (round >= 1 && round < 23) begin
                    next_state = CALC_ROUND;
                end else begin
                    next_state = CALC_FINAL;
                end
            end
            CALC_FINAL: begin
                next_state = DONE;
            end
            DONE: begin
                done = 1;
                next_state = IDLE;
            end
        endcase
    end
endmodule
module round(
    input  logic [7:0] H_in [0:3],
    input  logic [7:0] IV [0:3],
    input logic [2:0] state,
    output logic [7:0] H_out [0:3]
);
    logic [7:0] H_intermediate_SA [0:3];
    logic [7:0] H_intermediate_XOR [0:3];
    logic [7:0] H_intermediate_Theta [0:3];
    logic [7:0] H_intermediate_rho [0:3];
    logic [7:0] H_intermediate [0:3];
    parameter [2:0] IDLE = 3'b000;
    parameter [2:0] CALC_SA = 3'b001;
    parameter [2:0] CALC_ROUND = 3'b010;
    parameter [2:0] CALC_FINAL = 3'b011;
    parameter [2:0] DONE = 3'b100;
    SA sa_inst (.m(H_in), .IV(IV), .H(H_intermediate_SA));
    XOR_Module xor_inst (.H_in(H_in), .IV(IV), .H_out(H_intermediate_XOR));
    Theta theta_inst (.H_in(H_intermediate), .H_out(H_intermediate_Theta));
    rho rho_inst (.H_in(H_intermediate_Theta), .H_out(H_intermediate_rho));
always_comb begin
    case (state)
        CALC_SA:    begin
                    H_intermediate = H_intermediate_SA;                       
                    end
        CALC_ROUND: begin 
                    H_intermediate = H_intermediate_XOR;
                    end
        default:    for (int i = 0; i < 4; i++)
            begin
            H_intermediate[i] = 8'b0;
            end
    endcase
end
assign H_out = H_intermediate_rho;
endmodule
module rho(
    input  logic [7:0] H_in [0:3],
    output logic [7:0] H_out [0:3]
);
    always_comb begin
        for (int i = 0; i < 4; i++) begin
            H_out[i] = (H_in[i] + 8'h85) % 8'hFD;
        end
    end
endmodule
module SA(
    input  logic [7:0] m [0:3],
    input  logic [7:0] IV [0:3],
    output logic [7:0] H [0:3]
);
    always_comb begin
        for (int i = 0; i < 4; i++) begin
            H[i] = m[i] ^ IV[i];
        end
    end
endmodule
module Theta(
    input  logic [7:0] H_in [0:3],
    output logic [7:0] H_out [0:3]
);
    always_comb begin
        for (int i = 0; i < 4; i++) begin
            H_out[i] = H_in[3-i];
        end
    end
endmodule
module XOR_Module(
    input  logic [7:0] H_in [0:3],
    input  logic [7:0] IV [0:3],
    output logic [7:0] H_out [0:3]
);
    always_comb begin
        for (int i = 0; i < 4; i++) begin
            H_out[i] = H_in[i] ^ IV[i];
        end
    end
endmodule
```

## flow/run.sh

```bash
#!/bin/bash
# OpenROAD 26Q1-2900-gdf79404cd8, Yosys 0.63+post, stock flow scripts
make -C /OpenROAD-flow-scripts/flow DESIGN_CONFIG=/design/flow/config.mk WORK_HOME=/design/flow/orfs finish
```

==> ci_impl_report.md <==
### Yosys + OpenROAD results

| Metric | Value |
|---|---|
| R2R setup slack | 3450 ps |
| Area contributors post-synth | edfxtp_1 (43%), dfrtp_1 (5.0%), ha_1 (4.5%), mux2_2 (3.8%), buf_4 (3.3%) |
| Yosys warns | 0 |
| Total grt overflow | 0 |
| Min cycle time layout | roughly 3600 ps |
| Setup Crit Path Kind | reg2reg |
| Power per standard cell area | between 150 and 200 nW/um2 |
| Setup Skew | 7.49 ps |
| First drt pass iteration count | 4 |
| Post-synth top flop | edfxtp_1 |
| CTS sink count | 74 |
| Hold crit path type | reg2reg |
| Syn Inst Count | 436 |
| Yosys Instances | ~440 |
| Clk Latency, worst-skew pair | 340 ps |
| CTS clk-pin slew, worst paths | ~80 ps |
| ANT cells | 0 |
| Largest net degree at the start of global routing | 38 |
| Vias after detailed routing | around 3300 |
| Iter 0 DRT Violations | 121 |
| Setup violations, final | 0 |
| TritonCTS clock tree | done |
| Drt total wl | 9.52 mm |
| CTS Buffer Depth | 2 |
| M1 WL | 4.72 mm |
| Synth-to-Final Area Change | 18.3% |
| EDFF count, synth | 64 |
| Met2 wire len | 3.86 mm |
| First-pass GRT wire length | about 16 mm |
| Sequential area share after synthesis | 48.3% |
| Placement Setup Slack | roughly 3400 ps |
| RSZ-0062 raised after global routing | no |
| I/O pin count | 68 |
| Syn avg cell area | 10.3 um2 |
| CTS resizes | 0 |
| Core area | between 8000 and 9000 um2 |
| CP bufs+invs | 1 |
| Max Cap Violations | 0 |
| WL/cell | 16.0 um |
| HP Start | state[4] |
| Startpoint types | flop |
| Hold-fix buffer count after cts | 0 |
| Number of vias per cell | around 5.6 |
| Inserted Clock Buffers | 9 |
| DRC Markers | 0 |
| Post-synthesis register bit count | approximately 74 |
| # rows | 34 |
| Slowest stage cell on the critical path | or4b_1 |
| Data required time at the worst endpoint | 7100 ps |
| Die Ht | 96.8 um |
| Post-CTS setup buffers | 0 |
| Final period util | 50.8% |
| Top cell excl fill/tap | clkdlybuf4s50_1 |
| Yosys top cell by area | edfxtp_1 |
| FMAX | approximately 280 MHz |
| Setup ws final | 3450 ps |
| Post-DP HPWL | between 6 and 7 mm |
| Slew Limit Fails | 0 |
| Arrival time at the worst endpoint | 3650 ps |
| R2r endpoint | H_intermediate[25] |
| Distinct lib cells | 62 |
| Status | finished clean |
| CP max stage delay | 610 ps |
| Final ANT Viol Nets | 0 |
| Area leader share | between 40 and 50% |
| Crit end category | flop |
| Setup TNS | 0 ps |
| Max VDD drop | 0.0845 mV |
| Ys async rst share | 13.5% |
| CP cell instances | or2_2, nand2_1, inv_1, ha_1, nor2b_1, or3_1, a22oi_1, or4b_1, mux2_4, mux2_4 |
| Reg2Reg Launch Point | state[3] |
| Tally of OpenROAD warnings | 34 |
| Actual slew at the worst max-slew pin | 684 ps |
| Mapped cell area | 4500 um2 |
| Die area | 9370 um2 |
| Leak pwr | 0.00204 uW |
| Hold path depth | 0 |
| YS chip area | 4500 um2 |
| CP max FO | 20 |
| Worst hold slack | 367 ps |
| Final hold viol count | 0 |
| FP Core Util | 51.5% |
| Share of layout cells above drive strength 1 | 9.67% |
| Rel. slew slack | between 50% and 60% |
| DR top layer | met4 |
| Fill cell count | 733 |
| Antenna violations before repair | 0 |
| Root Buffer | clkbuf_8 |
| Top cells excl fill/tap | clkdlybuf4s50_1 (67), edfxtp_1 (64), nand2_1 (40) |
| Hold Crit Endpoint | state[1] |
| I/O Buffers | about 67 |
| Total GRT Usage | 22.4% |
| Met3 routed WL | 897 um |
| GP Congestion | ~0.9 |
| Die Width | 96.8 um |
| Critical path's top delay family | simple AND/OR/NAND/NOR gates |
| Vias in the first global route | 3089 |
| Most common cell on crit path | mux2_4 |
| H-tree level count | 3 |
| Reg2Reg Depth | 10 |
## final cells by class
class,count,area [um2],share of cell area (%)
clock buffer,9,124,2.33
clock inverter,6,58.8,1.11
inverter,35,131,2.47
multi-input combinational,290,1990,37.4
sequential,74,2170,40.9
tap,108,135,2.54
timing repair buffer,72,708,13.3
## cells by family after synthesis
group                    count (synthesis)  synth area share, %
buffers and inverters                   72                 7.71
multiplexers                            18                 4.65
flip-flops                              74                 48.3
adder cells (fa/ha/maj)                 16                 4.45
XOR/XNOR                                15                 2.92
AND-OR/OR-AND                           80                 12.7
AND/OR/NAND/NOR                        161                 19.2
## power breakdown
| group | switching, uW | leakage [uW] | internal, uW |
|---|---|---|---|
| Combinational | 4.51 | 0.00122 | 16.8 |
| Clock | 156 | 0.0000885 | 160 |
| Sequential | 0 | 0.000725 | 472 |
| Total | 160 | 0.00204 | 649 |
## Yosys cell counts (all sizes together), types with 2 or more instances
cell type   n
a21boi      4
a22oi       2
a211oi      4
xor2        2
nor4        4
nor3       16
or3         8
nand2b     13
nand4b      3
nand3       5
o22ai       3
a32o        2
inv        35
o41ai       3
o31ai      10
clkbuf     15
nor2       26
nand3b      4
o21ai      16
a21o        3
or4         3
nor4b       2
and2        8
ha         16
or2b        2
a211o       3
o211ai      4
a21oi      10
or2         4
nand4       4
mux2       17
and3        4
a2111oi     2
and4b       2
a31oi       4
edfxtp     64
nor2b       9
o21a        2
buf        22
xnor2      13
dfrtp       9
nand2      40
## metrics by stage
step	instances	total power [uW]	util (%)	cell area [um2]
finish	594	809	61.0	5320
global route	594	842	61.0	5320
CTS	594	823	61.0	5320
detailed placement	579	504	58.9	5140
global placement	579	504	58.9	5140
floorplan	436	482	-	4500
## sequential cells by signal, indices dropped and copies added, names as in the netlist
signal	cells
H_fpx	32
H_intermediate	32
round	5
state	5
## layer usage
metal / vias to the layer above / GRT usage (%)
met5: - / 0
met4: 0 / 2.87
met3: 2 / 7.79
met2: 117 / 28.2
met1: 1549 / 40.8
li1: 1658 / -
## worst max path at each step
| stage | slack [ps] | start | to | cells past startpoint |
|---|---|---|---|---|
| CTS | 3480 | state[2] | H_intermediate[25] | 10 |
| global route | 3210 | state[2] | H_intermediate[28] | 10 |
| finish | 3450 | state[3] | H_intermediate[25] | 10 |
Power figures rest on the tool's default switching activity, not on a simulated workload.
